===== design/flow/run.sh =====
#!/bin/bash
# OpenROAD 26Q1-2900-gdf79404cd8, Yosys 0.63+post, stock flow scripts
make -C /OpenROAD-flow-scripts/flow DESIGN_CONFIG=/design/flow/config.mk WORK_HOME=/design/flow/orfs finish

===== design/flow/config.mk =====
export PLATFORM = sky130hd
export DESIGN_NAME = acia
export DESIGN_NICKNAME = acia
export VERILOG_FILES = /design/flow/design.v
export SDC_FILE = /design/flow/constraint.sdc
export NUM_CORES = 4
export LEC_CHECK = 1
export CORE_UTILIZATION = 50
export SYNTH_HDL_FRONTEND = slang

===== design/flow/constraint.sdc =====
current_design acia

set clk_period 4.0
set clk_io_pct 0.2

create_clock -name clk0 -period $clk_period [get_ports {clk}]

set non_clock_inputs [all_inputs -no_clocks]
set_input_delay [expr $clk_period * $clk_io_pct] -clock clk0 $non_clock_inputs
set_output_delay [expr $clk_period * $clk_io_pct] -clock clk0 [all_outputs]

===== design/flow/design.v =====
`default_nettype none
module acia(
	input clk,				 
	input rst,				 
	input cs,				 
	input we,				 
	input rs,				 
	input rx,				 
	input [7:0] din,		 
	output reg [7:0] dout,	 
	output tx,				 
	output irq				 
);
	localparam sym_rate = 9600;
    localparam clk_freq = 25000000;
    localparam sym_cnt = clk_freq / sym_rate;
	localparam SCW = $clog2(sym_cnt);
	wire [SCW-1:0] sym_cntr = sym_cnt;
	wire tx_start = cs & rs & we;
	reg [1:0] counter_divide_select, tx_start_control;
	reg [2:0] word_select;  
	reg receive_interrupt_enable;
	always @(posedge clk)
	begin
		if(rst)
		begin
			counter_divide_select <= 2'b00;
			word_select <= 3'b000;
			tx_start_control <= 2'b00;
			receive_interrupt_enable <= 1'b0;
		end
		else if(cs & ~rs & we)
			{
				receive_interrupt_enable,
				tx_start_control,
				word_select,
				counter_divide_select
			} <= din;
	end
	wire acia_rst = rst | (counter_divide_select == 2'b11);
	wire [7:0] rx_dat, status;
	always @(posedge clk)
	begin
		if(rst)
		begin
			dout <= 8'h00;
		end
		else
		begin
			if(cs & ~we)
			begin
				if(rs)
					dout <= rx_dat;
				else
					dout <= status;
			end
		end
	end
	reg txe;
	wire tx_busy;
	reg prev_tx_busy;
	always @(posedge clk)
	begin
		if(rst)
		begin
			txe <= 1'b1;
			prev_tx_busy <= 1'b0;
		end
		else
		begin
			prev_tx_busy <= tx_busy;
			if(tx_start)
				txe <= 1'b0;
			else if(prev_tx_busy & ~tx_busy)
				txe <= 1'b1;
		end
	end
	wire rx_stb;
	reg rxf;
	always @(posedge clk)
	begin
		if(rst)
			rxf <= 1'b0;
		else
		begin
			if(rx_stb)
				rxf <= 1'b1;
			else if(cs & rs & ~we)
				rxf <= 1'b0;
		end
	end
	wire rx_err;
	assign status = 
	{
		irq,				 
		1'b0,				 
		rx_err,			     
		rx_err,			     
		1'b0,				 
		1'b0,				 
		txe,				 
		rxf					 
	};
	acia_rx #(
		.SCW(SCW),				 
		.sym_cnt(sym_cnt)		 
	)
	my_rx(
		.clk(clk),				 
		.rst(acia_rst),			 
		.rx_serial(rx),		     
		.rx_dat(rx_dat),         
		.rx_stb(rx_stb),         
		.rx_err(rx_err)          
	);
	acia_tx #(
		.SCW(SCW),               
		.sym_cnt(sym_cnt)        
	)
	my_tx(
		.clk(clk),				 
		.rst(acia_rst),			 
		.tx_dat(din),            
		.tx_start(tx_start),     
		.tx_serial(tx),          
		.tx_busy(tx_busy)        
	);
	assign irq = (rxf & receive_interrupt_enable) | ((tx_start_control==2'b01) & txe);
endmodule
`default_nettype none
module acia_rx(
	input clk,				   
	input rst,				   
	input rx_serial,		   
	output reg [7:0] rx_dat,   
	output reg rx_stb,         
	output reg rx_err          
);
    parameter SCW = 8;
	parameter sym_cnt = 139;
	reg [7:0] in_pipe;
	reg in_state;
	wire all_zero = ~|in_pipe;
	wire all_one = &in_pipe;
	always @(posedge clk)
		if(rst)
		begin
			in_pipe <= 8'hff;
			in_state <= 1'b1;
		end
		else
		begin
			in_pipe <= {in_pipe[6:0],rx_serial};
			if(in_state && all_zero)
				in_state <= 1'b0;
			else if(!in_state && all_one)
				in_state <= 1'b1;
		end
	reg [8:0] rx_sr;
	reg [3:0] rx_bcnt;
	reg [SCW-1:0] rx_rcnt;
	reg rx_busy;
	always @(posedge clk)
		if(rst)
		begin
			rx_busy <= 1'b0;
			rx_stb <= 1'b0;
			rx_err <= 1'b0;
		end
		else
		begin
			if(!rx_busy)
			begin
				if(!in_state)
				begin
					rx_bcnt <= 4'h9;
					rx_rcnt <= sym_cnt/2;
					rx_busy <= 1'b1;
				end
				rx_stb <= 1'b0;
			end
			else
			begin
				if(~|rx_rcnt)
				begin
					rx_sr <= {in_state,rx_sr[8:1]};
					rx_rcnt <= sym_cnt;
					rx_bcnt <= rx_bcnt - 1;
					if(~|rx_bcnt)
					begin
						rx_dat <= rx_sr[8:1];
						rx_busy <= 1'b0;
						if(in_state && ~rx_sr[0])
						begin
							rx_err <= 1'b0;
							rx_stb <= 1'b1;
						end
						else
							rx_err <= 1'b1;
					end
				end
				else
					rx_rcnt <= rx_rcnt - 1;
			end
		end
endmodule
`default_nettype none
module acia_tx(
	input clk,				 
	input rst,				 
	input [7:0] tx_dat,		 
	input tx_start,			 
	output tx_serial,		 
	output reg tx_busy		 
);
    parameter SCW = 8;		 
	parameter sym_cnt = 139;	 
	reg [8:0] tx_sr;
	reg [3:0] tx_bcnt;
	reg [SCW-1:0] tx_rcnt;
	always @(posedge clk)
	begin
		if(rst)
		begin
			tx_sr <= 9'h1ff;
			tx_bcnt <= 4'h0;
			tx_rcnt <= {SCW{1'b0}};
			tx_busy <= 1'b0;
		end
		else
		begin
			if(!tx_busy)
			begin
				if(tx_start)
				begin
					tx_busy <= 1'b1;
					tx_sr <= {tx_dat,1'b0};
					tx_bcnt <= 4'd9;
					tx_rcnt <= sym_cnt;
				end
			end
			else
			begin
				if(~|tx_rcnt)
				begin
					tx_sr <= {1'b1,tx_sr[8:1]};
					tx_bcnt <= tx_bcnt - 1;
					tx_rcnt <= sym_cnt;
					if(~|tx_bcnt)
					begin
						tx_busy <= 1'b0;
					end
				end
				else
					tx_rcnt <= tx_rcnt - 1;
			end	
		end
	end
	assign tx_serial = tx_sr;
endmodule

==> reports/metrics.cfg <==
[outcome]
status=completed

[logic_synthesis]
flop_cell=dfxtp_1
yosysTopAreaCell=dfxtp_1
syn-mean-instance-area_um2=10.2
ys_cells=369
top_area_share_pct=28.6
ys_area_mm2=0.00378
yosys_warnings=0
synth_seq_share_pct=54.8
ys.flops=87
yosysUniqueCellTypes=54
async_reset_ff_share_pct=0
synthesis.instances=369
synth.cell_area_mm2=0.00378
synthTopCellsByArea=dfxtp_1 (29%), edfxtp_1 (26%), nor2_1 (4.1%), a21oi_1 (3.2%), nand2_1 (2.9%)
edf_count=33

[cells_and_area]
area_delta_synth_final_pct=14.0
lay_top_cells=dfxtp_1 (54), nor2_1 (41), edfxtp_1 (33), nand2_1 (29)
layout_top_cell=dfxtp_1
drive_gt1_share_pct=9.52
layout.cells.non_filler=498
final_area_mm2=0.00431
fin_util_pct=59.1

[critical_path]
critPathArrivalTime_ns=2.48
end_kind=flip-flop
cp_top_family=simple AND/OR/NAND/NOR gates
worstSetupPathType=reg2reg
crit_chain=nor3_1 > nand4_1 > nor2_1
cp-start-kind=flip-flop
cp_slowest_cell=nor2_1
worstPathRequired_ns=3.98
crit_fanout=9
worstSetupPathDepth=3
max_stage_delay_ns=0.66
worst-path-buf-inv=0
r2r_cells=3

[die]
die_y_um=88.9
ioPinCount=24
rows=31
core_area_mm2=0.00729
die_area_mm2=0.00791
chipWidth_um=88.9
initial_core_util_pct=51.8

[hold_path]
hold_path.class=reg2reg
hold_depth=0

[timing]
tightest_slew_ns=0.728
min_period_ns=2.51
whs_ns=0.449
drv_slew=0
max_freq_mhz=399
hold_viol=0
rsz0062_at_grt=no
setup_viol=0
period_used_pct=62.7
fin_tns_setup_ns=0
finalClockSkew_ns=0.0109
fin_ws_ns=1.49
relSlewSlack_pct=51.1

[place]
place.gp.congestion=0.844
io_buffers=23
place_inst=482
post_dp_cell_area_mm2=0.00412
post-dp-hpwl_mm=4.80
pre_cts_slack_ns=1.33

[grt]
antenna_found_initial=0
grt_max_degree=27
grt_remaining_overflow=0
grt_usage_pct=20.1
grt_pass1_vias=2458
grt_pass1_wl_mm=11.7

[pwr]
p_leak_nw=1.45
vdd_drop_max_v=0.000301
finalPower_mw=1.79
p_per_area_mw_per_mm2=415

[detailed_routing]
first_iter_violations=114
vias_per_cell=5.36
wl_mm=7.00
drc=0
avgRoutedWirePerCell_um=14.1
n_antenna_cell=0
via_count=2669
dr.pass1.iters=4
drtAntennaViolNets=0

[clocking]
clk_latency_ns=0.35
cts_resized=0
clkSinkCount=87
hold_buffers=0
h-tree-depth=3
cts_buffer_depth=2
cts_made_buffers=9
clkTransAtPathRegs_ns=0.09
cts_setup_buffers=0
cts_root_buf=clkbuf_8
tritoncts=done

[job]
warnings=28
drv_cap=0

==> worst register-to-register path, stage by stage, from the launching register on <==
cell and delay, ns:
edfxtp_1 0.44, nor3_1 0.63, nand4_1 0.43, nor2_1 0.66
==> Yosys cell counts, types with 3 or more instances <==
cell / n
o21ai_1: 7
a21oi_1: 24
nand2_1: 29
xor2_1: 8
edfxtp_1: 33
ha_1: 7
dfxtp_1: 54
nand4_1: 9
nand3_1: 10
nor2_1: 41
nor3_1: 13
xnor2_1: 4
or3b_2: 3
a31oi_1: 6
clkbuf_1: 12
nor2b_1: 3
nand2b_1: 11
o21ai_0: 10
mux2i_1: 8
and2_1: 9
inv_1: 13
a211oi_1: 14
==> where the power goes <==
| group | leakage [nW] | internal (mW) | total (mW) | switching (mW) |
|---|---|---|---|---|
| clock network | 0.0997 | 0.265 | 0.584 | 0.319 |
| logic | 0.717 | 0.103 | 0.229 | 0.126 |
| registers | 0.636 | 0.945 | 0.976 | 0.0313 |
| total | 1.45 | 1.31 | 1.79 | 0.476 |
==> layout make-up <==
type                            count  area [µm²]
Fill cell                         609        2980
Sequential cell                    87        2070
Multi-Input combinational cell    255        1610
Timing Repair Buffer               28         268
Clock buffer                       10         149
Tap cell                           99         124
Inverter                           13        48.8
Clock inverter                      6        41.3
==> routing by layer <==
layer / part of all wire, % / vias up / track usage (%)
li1: - / 1390 / -
met1: 53 / 1223 / 35.2
met2: 41 / 51 / 29.0
met3: 5.0 / 5 / 4.40
met4: 0.89 / 0 / 1.44
met5: 0 / - / 0
==> sequential cells by signal, summed over array words and instances, names as in the netlist, 2 cells and up <==
name,flops
my_rx.in_pipe,8
my_rx.rx_sr,9
counter_divide_select,2
tx_start_control,2
my_rx.rx_bcnt,4
my_tx.tx_sr,9
my_rx.rx_rcnt,12
my_tx.tx_rcnt,12
my_rx.rx_dat,8
dout,8
my_tx.tx_bcnt,4
==> path summary, 6_finish.rpt <==
path                                       end             start  slack (ns)
worst min-delay path            my_rx.rx_sr[4]    my_rx.rx_sr[5]        0.45
worst max register to register  my_rx.rx_sr[5]  my_rx.rx_rcnt[5]        1.49
worst max-delay path            my_rx.rx_sr[5]  my_rx.rx_rcnt[5]        1.49
worst min register to register  my_rx.rx_sr[4]    my_rx.rx_sr[5]        0.45
==> kinds of logic (layout without fill, tap and decap cells) <==
family	Yosys count	after routing	share of synthesized area, %
simple gates	147	147	20.8
flops	87	87	54.8
xor+xnor	12	12	2.78
fa+ha+maj	7	7	2.32
buf+inv	27	57	2.75
compound gates	81	81	14.4
mux	8	8	2.12
Power is estimated from default activity; no workload was simulated.
